File: /design/flow/design.v
module fetch(
	stall, clock, reset, 				 
	idata,			 
	instruction, pc_decode);		 
input		stall;
input		reset;
input		clock;
input 	[31:0]		idata;
output	[32-1:0]	pc_decode;
output  [5:0] instruction;
reg	[32-1:0]	pc_fetch;	
reg	[32-1:0]	pc_decode;	
reg	[5:0]		instruction;
always@(posedge clock)
begin
	if (reset)
	begin
		pc_fetch 	<= 32'h00000000;
		pc_decode 	<= 32'h00000000;
		instruction <= 6'b000000;		
	end
	else if (!stall)
	begin
		pc_fetch 	<= pc_fetch + 4;	 
		pc_decode 	<= pc_fetch;
 		instruction <= idata[31:26];
	end
end
endmodule
File: /design/flow/run.sh
#!/bin/bash
# OpenROAD 26Q1-2900-gdf79404cd8, Yosys 0.63+post, stock flow scripts
make -C /OpenROAD-flow-scripts/flow DESIGN_CONFIG=/design/flow/config.mk WORK_HOME=/design/flow/orfs finish
File: /design/flow/config.mk
export PLATFORM = sky130hd
export DESIGN_NAME = fetch
export DESIGN_NICKNAME = fetch
export VERILOG_FILES = /design/flow/design.v
export SDC_FILE = /design/flow/constraint.sdc
export NUM_CORES = 4
export LEC_CHECK = 1
export CORE_UTILIZATION = 50
File: /design/flow/constraint.sdc
current_design fetch

set clk_period 3.5
set clk_io_pct 0.2

create_clock -name clk0 -period $clk_period [get_ports {clock}]

set non_clock_inputs [all_inputs -no_clocks]
set_input_delay [expr $clk_period * $clk_io_pct] -clock clk0 $non_clock_inputs
set_output_delay [expr $clk_period * $clk_io_pct] -clock clk0 [all_outputs]
==> summary.txt <==
The flow completed. At the pin with the least slew margin, the transition time is 662 ps. In this run the standard cell core region covers 5140 sq um. The layout summary lists the proportion of cells stronger than drive strength 1 as 5.57%. Wire length of the first global-routing pass landed at 8340 um. Number of failing hold endpoints at the final stage landed at 0. The iteration count recorded for the first detailed-route pass is 4. For reference, compound AND-OR and OR-AND cells occupy 7.49% of the area reported after synthesis.

TritonCTS built the clock tree. Final weighted congestion in routability-driven placement landed at 0.790. Across all layers, the routed design uses 2055 vias. For reference, the most critical setup path is categorized as flip-flop to flip-flop. Count of flip-flops with a built-in enable after synthesis landed at 0.

In this run the full chip footprint comes out at 5640 sq um. For this run, the leading register cell type out of synthesis is sky130_fd_sc_hd__dfxtp_1. In this run the static leakage power is 1.24 nW. In this run, the synthesized area fraction spent on xor and xnor cells is recorded as 3.93%. Per-instance average area after synthesis landed at 9.44 sq um. Per the OpenROAD floorplan log, the height of the die is 75.1 um. For this design, Yosys synthesis ends with a cell count of 283.

The clock passes through at most 2 buffers. The number of maximum-capacitance violations recorded for the run is 0. Per the post-run analysis, buffers plus inverters along the critical path come to 0. Logic depth of the worst path, buffers included landed at 4. The signal on the critical path passes through and4_1 -> nand4_1 -> or4_1 -> a21oi_1.

Detailed placement HPWL landed at 3050 um. Once synthesis finished, the tally of register bits stood at 66. Count of pins on the block boundary landed at 73.

The warning tally printed by Yosys for this design is 1. In this run, post-CTS hold repair placed 0 buffers. Post-route worst hold slack landed at 493 ps. The total overflow left after global routing is 0. Area share of fa/ha/maj cells after synthesis landed at 0.468%. Mux share of post-synthesis cell area landed at 13.9%. The buffer_ports step reported a buffer count of 44. Setup total negative slack landed at 0 ps. The number of cells on the worst reg-to-reg path is 4. By area the synthesized netlist is led by sky130_fd_sc_hd__dfxtp_1 (49%), sky130_fd_sc_hd__mux2i_1 (14%), sky130_fd_sc_hd__nor2_1 (6.9%), sky130_fd_sc_hd__or4_1 (3.7%), sky130_fd_sc_hd__o31ai_1 (3.4%). Critical path required time landed at 3760 ps. Of the synthesized area, sequential elements account for 49.5%.

Setup repair after global routing left no endpoint under its margin. On the reported timing paths, the clock transition at the registers reads 70 ps. The slowest stage of the critical path is the sky130_fd_sc_hd__or4_1 cell. Number of pins exceeding their max-slew limit in the final report landed at 0. The horizontal die dimension reported for this design is 75.1 um. Max fanout on the critical path was recorded as 20. Total clock sinks landed at 66. Summed over all routing layers, the global router reports a total usage of 19.7%. The tree is rooted in a sky130_fd_sc_hd__clkbuf_8.

Per the repair_timing log after CTS, setup buffers inserted total 0. Pin count of the biggest net entering global routing landed at 41. The worst setup path is launched from a flip-flop.

Cell area power density landed at 444 nW/um^2. Number of global-route vias before repair landed at 1850. The path class of the tightest hold or removal check is flip-flop to flip-flop.

Chip area line of the yosys report landed at 2670 sq um. Clock insertion delay at the later pin of the skew report landed at 330 ps. The number of antenna violations at the first check in global routing was 0. Minimum setup slack among reg-to-reg paths landed at 1170 ps. Combined area of all synthesized cells landed at 2670 sq um. Fraction of post-synthesis cell area in the top cell type by area landed at 49.5%.

Clock skew on the completed layout was measured at 7.05 ps. Post-CTS repair changed the size of 0 cells. Critical path arrival landed at 2590 ps.

Floorplan-stage core utilization landed at 52.0%. Hold analysis shows the worst path with a depth of 2. Synthesized netlist cell count landed at 283.

Detailed-route iteration 0 reported a violation count of 55. The final layout report lists a filler cell count of 449. In this design, the largest share of critical-path delay is due to simple AND/OR/NAND/NOR gates. Area growth from synthesis to final layout landed at 24.1%. The run finished with clean final reports. Number of CTS-inserted buffers landed at 9. The number of different library cells used by synthesis comes to 29. Average detailed-routed wire length per instance landed at 12.3 um.

Final number of setup-violating endpoints landed at 0. In the post-synthesis netlist, the cell with the most instances is sky130_fd_sc_hd__dfxtp_1. Fraction of registers with async set/reset landed at 0%. Summing internal, switching and leakage power gives 0.00147 W. Number of inserted diodes landed at 0.

Yosys shows that the main logic family after synthesis is simple AND/OR/NAND/NOR gates. Post-route DRC violation count landed at 0. After synthesis, the most frequently instantiated cells are sky130_fd_sc_hd__dfxtp_1 (66), sky130_fd_sc_hd__nor2_1 (49), sky130_fd_sc_hd__mux2i_1 (37), sky130_fd_sc_hd__a21oi_1 (17). The worst setup path is captured at a flip-flop.

The count of nets left with antenna violations once routing finished came out at 0. The cell-mix breakdown from Yosys lists the simple-gate area share as 20.7%. The wire length recorded after detailed routing is 4850 um. The analysis reports a worst IR drop on VDD of 0.354 mV. Per the CTS log, the maximum H-tree level is 3. Via-per-instance ratio landed at 5.23. Number of core rows landed at 26. The max-slew check reports its worst relative slack as 55.7%. The longest incremental delay of any stage on the critical path is reported as 700 ps. Post-layout minimum cycle time landed at 2330 ps. In the finished design, the share of the clock period the worst path needs comes to 66.6%.

The logs give a warning total of 52. Maximum clock frequency landed at 429 MHz. Summed over all instances, the cell type with the most area after synthesis is sky130_fd_sc_hd__dfxtp_1.
-- per-layer routing --
| metal | vias up | wire, um | track usage, % |
|---|---|---|---|
| li1 | 1066 | - | - |
| met3 | 5 | 217 | 5.97 |
| met5 | - | 0 | 0 |
| met1 | 946 | 2450 | 28.6 |
| met2 | 38 | 2130 | 31.3 |
| met4 | 0 | 50 | 1.89 |
-- metrics by stage --
stage / instances / cell area [sq um] / setup WS (ps) / utilization [%]
6_report: 393 / 3320 / 1170 / 64.5
5_1_grt: 393 / 3320 / 958 / 64.5
4_1_cts: 393 / 3320 / 1160 / 64.5
3_5_place_dp: 378 / 3110 / 919 / 60.5
3_3_place_gp: 378 / 3110 / 965 / 60.5
2_1_floorplan: 284 / 2680 / 1110 / -
-- final cells by class --
type | count | area, sq um | area share (%)
clock buffer | 13 | 169 | 5.09
clock inverter | 2 | 35.0 | 1.06
inverter | 2 | 7.51 | 0.226
multi-input combinational | 194 | 1250 | 37.7
sequential | 66 | 1320 | 39.8
tap | 70 | 87.6 | 2.64
timing repair buffer | 46 | 445 | 13.4
-- state kept, by name (all words and copies together) (netlist names) --
name and cells:
instruction 6, pc_fetch 30, pc_decode 30
-- final timing paths --
| path | to | from |
|---|---|---|
| max | pc_fetch[20]$_SDFFE_PP0N_ | pc_fetch[6]$_SDFFE_PP0N_ |
| min | pc_fetch[31]$_SDFFE_PP0N_ | pc_fetch[31]$_SDFFE_PP0N_ |
| max reg2reg | pc_fetch[20]$_SDFFE_PP0N_ | pc_fetch[6]$_SDFFE_PP0N_ |
| min reg2reg | pc_fetch[31]$_SDFFE_PP0N_ | pc_fetch[31]$_SDFFE_PP0N_ |
-- placed cells by master (no fill, tap or decap), drive strengths merged --
| cell type | instances |
|---|---|
| and2 | 2 |
| or4b | 1 |
| or3 | 6 |
| mux2i | 37 |
| buf | 4 |
| nand2 | 10 |
| a21oi | 17 |
| nand4 | 9 |
| or4 | 13 |
| and4 | 4 |
| nand3 | 9 |
| clkdlybuf4s50 | 42 |
| clkbuf | 13 |
| bufinv | 1 |
| nor2 | 49 |
| and3b | 1 |
| clkinv | 1 |
| inv | 2 |
| and3 | 1 |
| o21ai | 5 |
| nand3b | 1 |
| ha | 1 |
| nor2b | 1 |
| and4b | 1 |
| dfxtp | 66 |
| conb | 2 |
| o31ai | 12 |
| xor2 | 10 |
| xnor2 | 2 |
-- worst register-to-register path: cells and delay by family (launching register included) --
kind               cells  cell delay (ps)
and+or+nand+nor        3             1680
DFF                    1              430
AOI/OAI and AO/OA      1              150
-- where the power goes --
part           switching [W]  internal (W)  leakage [nW]
clock               0.000265      0.000383         0.106
sequential        0.00000509      0.000759         0.533
combinational      0.0000299     0.0000313         0.597
-- cell families (layout without fill, tap and decap cells) --
group	count (synthesis)	after routing
xor gates and xnor gates	12	12
and+or+nand+nor	108	108
other	1	2
DFF	66	66
AOI/OAI and AO/OA	34	34
adders and majority gates	1	1
muxes	37	37
buffers and inverters	24	63
No activity file was given, so power comes from the tool's default toggle rates.
